## flow/run.sh

```bash
#!/bin/bash
# OpenROAD 26Q1-2900-gdf79404cd8, Yosys 0.63+post, stock flow scripts
make -C /OpenROAD-flow-scripts/flow DESIGN_CONFIG=/design/flow/config.mk WORK_HOME=/design/flow/orfs finish
```

## flow/config.mk

```make
export PLATFORM = sky130hd
export DESIGN_NAME = alu
export DESIGN_NICKNAME = alu
export VERILOG_FILES = /design/flow/design.v
export SDC_FILE = /design/flow/constraint.sdc
export NUM_CORES = 4
export LEC_CHECK = 1
export CORE_UTILIZATION = 40
```

## flow/design.v

```verilog
`timescale 1ns/1ns
module alu (
	input 	      arith_1op_pi,
	input 	      arith_2op_pi,
	input [2:0]   alu_func_pi,
	input 	      addi_pi,
	input 	      subi_pi,
	input 	      load_or_store_pi,
	input [15:0]  reg1_data_pi,  
	input [15:0]  reg2_data_pi,  
	input [5:0]   immediate_pi,  
	input 	      stc_cmd_pi,  
	input 	      stb_cmd_pi,  
	input 	      carry_in_pi,  
	input 	      borrow_in_pi,  
	output [15:0] alu_result_po, 
	output 	      carry_out_po,  
	output 	      borrow_out_po  
);
	reg [16:0] alu_result_po_inter; 
	reg 	      carry_out_po_inter;  
	reg 	      borrow_out_po_inter;  
   always @(*) begin
	alu_result_po_inter = 17'b0;
	case ({arith_2op_pi, arith_1op_pi})
	2'b10: begin
		case (alu_func_pi) 
		3'b000:   alu_result_po_inter = reg1_data_pi + reg2_data_pi;
		3'b001:	alu_result_po_inter = reg1_data_pi + reg2_data_pi + carry_in_pi;
		3'b010:	alu_result_po_inter = reg1_data_pi - reg2_data_pi;
		3'b011:	alu_result_po_inter = reg1_data_pi - reg2_data_pi - borrow_in_pi;
		3'b100: 	alu_result_po_inter = reg1_data_pi & reg2_data_pi;
		3'b101: 	alu_result_po_inter = reg1_data_pi | reg2_data_pi;
		3'b110: 	alu_result_po_inter = reg1_data_pi ^ reg2_data_pi;
		3'b111: 	alu_result_po_inter = ~(reg1_data_pi ^ reg2_data_pi);
	endcase
	end
	2'b01: begin
		case (alu_func_pi)
		3'b000:  	alu_result_po_inter = ~(reg1_data_pi);
		3'b001: alu_result_po_inter = reg1_data_pi << 1;
		3'b010: alu_result_po_inter = reg1_data_pi >> 1;
		3'b011: 	alu_result_po_inter = reg1_data_pi;
		endcase
	end
	endcase
	if (addi_pi) alu_result_po_inter = reg1_data_pi + immediate_pi;
	else if (subi_pi)  alu_result_po_inter = reg1_data_pi - immediate_pi;
	else if (load_or_store_pi)  alu_result_po_inter = reg1_data_pi + immediate_pi;
	else if (stc_cmd_pi) carry_out_po_inter = 1'b1;
	else if (stb_cmd_pi) borrow_out_po_inter = 1'b1;
   end
   assign alu_result_po = alu_result_po_inter[15:0];
   assign carry_out_po = (stc_cmd_pi) ? carry_out_po_inter : (arith_2op_pi & ((alu_func_pi == 3'b000) | (alu_func_pi == 3'b001) )) | (addi_pi == 1) ? alu_result_po_inter[16] : carry_in_pi;
   assign borrow_out_po = (stb_cmd_pi) ? borrow_out_po_inter : (arith_2op_pi & ((alu_func_pi == 3'b010) | (alu_func_pi == 3'b011))) | (subi_pi == 1) ? alu_result_po_inter[16] : borrow_in_pi;
endmodule  
```

## flow/constraint.sdc

```tcl
current_design alu

set clk_period 13.6
set clk_io_pct 0.2

create_clock -name clk0 -period $clk_period

set non_clock_inputs [all_inputs -no_clocks]
set_input_delay [expr $clk_period * $clk_io_pct] -clock clk0 $non_clock_inputs
set_output_delay [expr $clk_period * $clk_io_pct] -clock clk0 [all_outputs]
```

==> flow_summary.toml <==
# yosys + openroad results
[pwr]
power_frac_seq_pct = 0
comb_power_share_pct = 100.0
p_switching_mw = 0.168
p_leak_nw = 2.56
p_sw_share_pct = 59.1
p_int_mw = 0.116
power.density_nw_per_um2 = 44.2
peakVddDrop_mv = 0.0162
p_clk_share_pct = 0

[critical_path]
crit_slowest_cell = "clkdlybuf4s50_1"
crit_family = "AND-OR/OR-AND gates"
path_depth = 14
path_class = "in -> out"
crit_path_frequent_cell = "clkdlybuf4s50_1"
cp.buffers_inverters = 3
crit_arrival_ns = 7.39
critPathCaptureType = "output pin"
start_kind = "input port"
max_stage_delay_ns = 0.74
cp.required_ns = 10.88
crit_fanout = 14
path_cells = "clkdlybuf4s50_1 > inv_1 > ha_1 > nand2b_1 > a221oi_1 > o31a_1 > o41ai_2 > nor4_1 > a211oi_1 > nand4_1 > mux2_1 > o211ai_2 > a31o_1 > clkdlybuf4s50_1"

[floorplan]
core-area_um2 = 13900
fp.dieH_um = 121
initCoreUtil_pct = 41.0
pin_count = 68
die_w_um = 121
rows = 43
die-area_um2 = 14700

[clock_tree]
cts_setup_buffers = 0
cts_resized = 0
cts-hold-fix-buffers = 0

[global_route]
grt_max_degree = 47
antenna_found_initial = 0
grtUsageTotal_pct = 27.8
grt_overflow = 0
grt_pass1_vias = 5651
grt_pass1_wl_um = 31600

[yosys]
ys_sh_mux_pct = 1.43
logic_family = "AND-OR/OR-AND gates"
synth_cell_types = 89
yosysWarnings = 1
ys_cells = 873
ys_sh_simple_pct = 25.9
area_leaders = "ha_1 (14%), o21ai_0 (7.3%), xnor2_1 (6.2%), nand2_1 (5.8%), xor2_1 (5.2%)"
synthTopCellsByCount = "nand2_1 (88), o21ai_0 (83), inv_1 (71)"
top_cell = "nand2_1"
synth_top_cell_by_area = "ha_1"
yosys.stat.seqShare_pct = 0
avgSynthCellArea_um2 = 6.52
synth_top_area_share_pct = 14.5
synth_cells = 873
ys_sh_xor_pct = 11.7
ys_sh_aoi_pct = 36.6
syn-cell-area_um2 = 5700
ys_area_um2 = 5700
fa_ha_area_share_pct = 15.9

[placement]
place_hpwl_um = 16100
io_buffers = 68
routabilityCongestion = 0.972

[detailed_routing]
drtAntennaViolNets = 0
drc_errors = 0
viasPerCell = 5.97
drt-total-wl_um = 20300
firstDrtPassIters = 5
vias = 6440
n_antenna_cell = 0
wl_per_cell_um = 18.8
first_iter_violations = 520

[final_timing]
slew_viol_final = 0
finalCriticalPeriod_ns = 10.11
fmax_mhz = 98.9
worstMarginPinSlew_ns = 0.904
relSlewSlack_pct = 39.5
finalHoldViolations = 0
fin_setup_tns_ns = 0
holdWs_ns = 6.52
period_used_pct = 74.3
rsz0062_at_grt = "false"
setup_viol = 0

[final_layout]
fin_util_pct = 46.4
drive_gt1_share_pct = 4.45
combGateArea_um2 = 5210
syn_to_final_growth_pct = 13.1
regArea_um2 = 0
nClkBuffers = 0
fillers = 1501
flops = 0

[run]
warning_count = 71
max_cap_violations = 0

[worst_hold_path]
holdPathStages = 4
hold_class = "in -> out"

[outcome]
status = "finished clean"
## area by class of cell
class	count	area share (%)
well taps	180	3.50
inverters	72	4.20
multi-input cells	749	80.8
repair buffers	77	11.5
## worst min-delay path: stages
cell and delay, ns:
clkdlybuf4s50_1 0.48, ha_1 0.12, o21ai_0 0.08, clkdlybuf4s50_1 0.40
## cells by family after synthesis
| group | Yosys count |
|---|---|
| AOI/OAI and AO/OA | 306 |
| and+or+nand+nor | 290 |
| buffers and inverters | 124 |
| xor gates and xnor gates | 75 |
| adders and majority gates | 70 |
| muxes | 8 |
## cell usage in the layout (no fill, tap or decap), types with 10 or more instances in the layout
cell / n
xnor2_1: 40
nand3_1: 16
o21ai_0: 83
nand2b_1: 17
xor2_1: 34
nor2b_1: 15
nor2_1: 65
nor4_1: 11
ha_1: 66
clkdlybuf4s50_1: 66
o221ai_1: 10
a211oi_1: 15
nand2_1: 88
a21oi_1: 59
inv_1: 71
nor3_1: 29
o211ai_1: 22
## stage by stage
stage / instance area (um^2) / instances / power (mW) / setup WS [ns]
5_1_grt: 6440 / 1078 / 0.312 / 3.14
3_5_place_dp: 6440 / 1078 / 0.280 / 3.53
2_1_floorplan: 5700 / 873 / 0.197 / 5.32
3_3_place_gp: 6440 / 1078 / 0.282 / 3.60
6_report: 6440 / 1078 / 0.285 / 3.49
4_1_cts: 6440 / 1078 / 0.282 / 3.52
## routing by layer
layer | routed length [um] | part of all wire [%] | global-route usage, % | vias to the layer above
met5 | 0 | 0 | 0 | -
met4 | 585 | 2.9 | 6.94 | 0
met3 | 1120 | 5.5 | 1.68 | 33
met2 | 9160 | 45 | 44.1 | 244
met1 | 9430 | 46 | 40.7 | 2954
li1 | - | - | - | 3209
## power by group through the flow
stage	clock network (mW)	registers (mW)	logic, mW
after CTS	0	0	0.282
after global routing	0	0	0.312
final	0	0	0.285
## worst paths after layout
check,from,to,slack (ns)
worst max-delay path,reg1_data_pi[6],carry_out_po,3.49
worst min-delay path,immediate_pi[0],alu_result_po[0],6.52
Power and IR drop assume default switching activity.
