==> ./design.v <==
module program_counter (
		input 	      clk_pi,
		input 	      clk_en_pi,
		input 	      reset_pi,
		input 	      branch_taken_pi,
		input [5:0]   branch_immediate_pi,  
		input 	      jump_taken_pi,
		input [11:0]  jump_immediate_pi,  
		output [15:0] pc_po
		);
   reg [15:0] 		      PC;   
       initial
	PC <= 16'hFFFF;   
	always @(posedge clk_pi) begin
			if (reset_pi)
				PC <= 16'b0;
			else begin
			if (clk_en_pi) begin
				if (branch_taken_pi) begin
					PC <= PC + 2 + {{11{branch_immediate_pi[5]}}, branch_immediate_pi[4:0]};
				end
				else if (jump_taken_pi) begin
					PC <= PC + 2 + {{5{jump_immediate_pi[11]}}, jump_immediate_pi[10:0]};
				end
				else
					PC <= PC + 2;
			end
		end
	end
	assign pc_po = PC;
endmodule
==> ./run.sh <==
#!/bin/bash
# OpenROAD 26Q1-2900-gdf79404cd8, Yosys 0.63+post, stock flow scripts
make -C /OpenROAD-flow-scripts/flow DESIGN_CONFIG=/design/flow/config.mk WORK_HOME=/design/flow/orfs finish
==> ./config.mk <==
export PLATFORM = sky130hd
export DESIGN_NAME = program_counter
export DESIGN_NICKNAME = program_counter
export VERILOG_FILES = /design/flow/design.v
export SDC_FILE = /design/flow/constraint.sdc
export NUM_CORES = 4
export LEC_CHECK = 1
export CORE_UTILIZATION = 30
==> ./constraint.sdc <==
current_design program_counter

set clk_period 4.8
set clk_io_pct 0.2

create_clock -name clk0 -period $clk_period [get_ports {clk_pi}]

set non_clock_inputs [all_inputs -no_clocks]
set_input_delay [expr $clk_period * $clk_io_pct] -clock clk0 $non_clock_inputs
set_output_delay [expr $clk_period * $clk_io_pct] -clock clk0 [all_outputs]
==> run notes <==
The flow run is done. Entering global routing, the biggest net connects 31 pins. Cell internal power dissipation landed at 0.426 mW. Maximum fanout along the worst path landed at 7.

Global routing consumed, over all layers together, 15.6% of the routing resources. For reference, the top cells by count after synthesis are nor2_1 (39), ha_1 (35), xnor2_1 (27). Share of synthesized registers carrying an async set or reset landed at 0%. Sorting the synthesized cells by area gives the leading types as ha_1 (17%), dfxtp_1 (12%), xnor2_1 (9.1%).

Total power after layout landed at 0.715 mW. Cell count listed in synth_stat.txt landed at 325. The max-slew check reports its worst relative slack as 53.0%. The share of the core area taken by cells at floorplan is 31.2%.

Via count of the first global-routing pass landed at 2291. The register with the most flip-flops in the final layout is PC. According to the dpl log, the detail-placed design has an HPWL of 5470 um.

For this design, the CTS-stage hold fixing added 0 buffers. Highest achievable clock rate landed at 0.289 GHz. STA classifies the critical path startpoint as a register. The critical path is of the reg2reg type. Per the OpenROAD floorplan log, the area of the die is 9020 um^2.

The first global-routing pass estimated 11000 um of wire. Initial DRC count landed at 78. TritonCTS built the clock tree.

In this run, flip-flops and latches consume 23.9% of the power. The final route contains 2454 vias. Number of placement rows landed at 33. The registers reported with the highest flop counts are PC x16.

Area reported by Yosys stat landed at 2590 um^2. The routed design could run at a clock period as short as 3460 ps. Initial antenna violation count landed at 0. The script extracted a net switching power of 0.288 mW.

TritonCTS sink count landed at 16. Across the routed clock network, the largest skew measured is 3.11 ps. At the pin with the least slew margin, the transition time is 703 ps.

Per the post-run analysis, buffers plus inverters along the critical path come to 0. For reference, simple AND, OR, NAND and NOR cells occupy 21.4% of the area reported after synthesis. OpenROAD emitted warnings numbering 29. Share of synthesized cell area in and-or and or-and compound cells landed at 29.5%. Portion of netlist area occupied by mux cells landed at 1.93%. The cell sitting at the root of the clock tree is a clkbuf_8. The run finished with clean final reports.

Using the TritonRoute via totals, the vias-per-cell ratio works out to 5.29. The register with the most flip-flops in the layout has 16 of them. Per STA, the worst path is made up of and4_1, nand4_1, xnor2_1, ha_1, a21o_1, a31o_1, or3_1, o2bb2ai_2, xnor2_1, o221ai_2, a221oi_2. Total wire length landed at 6470 um.

Averaged over all synthesized cells, the footprint is 7.98 um^2. The arrival time of data at the worst endpoint is listed as 3610 ps. On the worst path, the slowest cell contributes a delay of 440 ps.

Per the finish-stage timing summary, setup violations number 0. Relative contribution of combinational cells to total power landed at 59.5%. Number of buffers inserted during clock tree synthesis landed at 3. Once detail routing completed, the nets flagged for antenna violations numbered 0.

For this design the static power due to leakage is 1.28 nW. After layout, the worst path uses 72.1% of the clock period. Adder and majority gate portion of the synthesized area landed at 18.4%. Logic area landed at 2180 um^2. Area inside the core boundary landed at 8300 um^2. Post-CTS setup buffer count landed at 0. Total of max-cap violations landed at 0. Number of flops mapped to enable cells by yosys landed at 0. Area share of the largest cell type after synthesis landed at 16.9%.

Looking at the clock tree report, the H-tree level count equals 1. At the end of routability-driven placement, the weighted congestion stood at 0.895. The post-synth register bit count is 16. The post-route utilization of the core is recorded as 37.6%. Total grt overflow landed at 0. STA classifies the critical path endpoint as a register. The most critical hold endpoint after final layout shows a slack of 542 ps. Average detailed-routed wire length per instance landed at 13.9 um. Clock latency on the worst-skew pair landed at 250 ps. Synthesis warning total landed at 1. Ratio of total power to cell area landed at 229 nW/um^2. Number of pins with negative max-slew slack in the final report landed at 0.

The post-route netlist has 6.13% of its cells at a drive strength greater than 1. Setup repair after global routing left no endpoint under its margin. The number of gates resized after CTS was 0. Unique cell type count in the Yosys netlist landed at 59.

Maximum clock insertion buffer count landed at 2. ha_1 takes more of the synthesized area than any other cell. Horizontal die size landed at 95.0 um.

Number of buffers inserted by port buffering landed at 38. In this run the cell area of the synthesized design comes to 2590 um^2. Switching part of the total landed at 40.4%.

Endpoints failing hold in the final report were tallied at 0. The tightest min-delay check is of the reg2reg type. Number of instances in the synthesized netlist landed at 325. In the Yosys report, the sequential cells make up 12.4% of the chip area. Clock-pin slew of the registers on the worst-case setup and hold paths landed at 60 ps.

In this run, the clock network consumes 16.6% of the power. Per the STA report, the cell with the highest stage delay on the worst path is dfxtp_1. Sorting the synthesis cell report by count puts at the top nor2_1. I/O pin count landed at 39. In this design, the largest share of critical-path delay is due to AND-OR/OR-AND gates.

Number of inserted filler cells in the final layout landed at 869. Antenna cell count landed at 0. The critical path endpoint has a required time of 4950 ps. By instance count, the cell type seen most on the critical path is xnor2_1.

Among the non-sequential cells, AND-OR/OR-AND gates take the most area. Maximum vdd drop landed at 0.000114 V. The area growth from synthesis to layout is 20.5%. The commonest register cell is dfxtp_1. Height of the die landed at 95.0 um. Fraction of synthesized cell area in xor and xnor cells landed at 12.8%. Setup TNS landed at 0 ps. Register area landed at 320 um^2. The pre-antenna-repair detailed-routing pass consisted of 4 iterations. Number of DRC violations after detailed routing landed at 0.
## tightest hold or removal path, delay by kind of cell, from the launching register on
kind	cells	cell delay (ps)
AND/OR/NAND/NOR	1	80
AND-OR/OR-AND	1	60
flip-flops	1	350
## final timing paths
| check | from | end | slack (ps) | cells past startpoint |
|---|---|---|---|---|
| max | PC[3] | PC[13] | 1340 | 11 |
| min | PC[9] | PC[9] | 540 | 2 |
| max reg2reg | PC[3] | PC[13] | 1340 | 11 |
| min reg2reg | PC[9] | PC[9] | 540 | 2 |
## cells by family after synthesis
kind of cell,after synthesis
AND-OR/OR-AND,104
XOR/XNOR,38
adder cells (fa/ha/maj),37
multiplexers,5
buffers and inverters,20
flip-flops,16
AND/OR/NAND/NOR,105
## metal layers
layer	global-route usage, %	wire [um]
met1	22.2	3130
met4	1.01	36
met5	0	0
met2	26.8	3090
met3	1.63	215
## per-stage QoR
stage	instance area (um^2)	setup WS (ps)	instances
after floorplan	2590	1880	325
after global placement	3070	1240	460
after detailed placement	3070	1240	460
after CTS	3120	1290	464
after global routing	3120	979	464
final	3120	1340	464
## final cells by class
class / instances / share of cell area, %
repair buffers: 41 / 12.9
flip-flops and latches: 16 / 10.3
inverters: 9 / 1.08
well taps: 105 / 4.21
multi-input cells: 289 / 69.8
clock buffers: 4 / 1.76
## cell usage in the layout (no fill, tap or decap), types with 7 or more instances in the layout
cell type,count
xnor2_1,27
ha_1,35
nor2_1,39
clkdlybuf4s50_1,38
nand2b_1,7
inv_1,8
dfxtp_1,16
nand3_1,9
a21oi_1,25
xor2_1,11
a211oi_1,16
nand2_1,19
o21ai_0,14
## power groups by stage
| stage | Clock [mW] | Combinational [mW] | Sequential, mW |
|---|---|---|---|
| after global routing | 0.130 | 0.479 | 0.174 |
| after CTS | 0.123 | 0.429 | 0.171 |
| final | 0.119 | 0.425 | 0.171 |
Power is estimated from default activity; no workload was simulated.
