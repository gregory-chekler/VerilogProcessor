==> /design/flow/design.v <==
`timescale 1ns/1ns
module branch (
input        branch_eq_pi,
input        branch_ge_pi,
input        branch_le_pi,
input        branch_carry_pi,
input [15:0] reg1_data_pi,
input [15:0] reg2_data_pi,
input        alu_carry_bit_pi,
output  is_branch_taken_po)
;
reg branch_taken_inter;
always @(*) begin
    case ({branch_eq_pi, branch_ge_pi, branch_le_pi, branch_carry_pi})
    4'b1000: branch_taken_inter = reg1_data_pi == reg2_data_pi;
    4'b0100: branch_taken_inter = reg1_data_pi >= reg2_data_pi;
    4'b0010: branch_taken_inter = reg1_data_pi <= reg2_data_pi;
    4'b0001: branch_taken_inter = alu_carry_bit_pi;
    default: branch_taken_inter = 0;
    endcase
end
assign is_branch_taken_po = branch_taken_inter;
endmodule  
==> /design/flow/run.sh <==
#!/bin/bash
# OpenROAD 26Q1-2900-gdf79404cd8, Yosys 0.63+post, stock flow scripts
make -C /OpenROAD-flow-scripts/flow DESIGN_CONFIG=/design/flow/config.mk WORK_HOME=/design/flow/orfs finish
==> /design/flow/config.mk <==
export PLATFORM = sky130hd
export DESIGN_NAME = branch
export DESIGN_NICKNAME = branch
export VERILOG_FILES = /design/flow/design.v
export SDC_FILE = /design/flow/constraint.sdc
export NUM_CORES = 4
export LEC_CHECK = 1
export CORE_AREA = 10 10 74 74
export DIE_AREA = 0 0 84 84
==> /design/flow/constraint.sdc <==
current_design branch

set clk_period 4.3
set clk_io_pct 0.2

create_clock -name clk0 -period $clk_period

set non_clock_inputs [all_inputs -no_clocks]
set_input_delay [expr $clk_period * $clk_io_pct] -clock clk0 $non_clock_inputs
set_output_delay [expr $clk_period * $clk_io_pct] -clock clk0 [all_outputs]
==> impl_metrics.prom <==
# HELP chip_impl_metric Metrics from one implementation run
# TYPE chip_impl_metric gauge
chip_impl_metric{name="antenna_found_initial",unit=""} 0
chip_impl_metric{name="postRouteAntennaNets",unit=""} 0
chip_impl_metric{name="drv.max_cap_violation_count",unit=""} 0
chip_impl_metric{name="post_synth_num_cell_types",unit=""} 19
chip_impl_metric{name="number_of_vias_per_cell",unit=""} 3.54
chip_impl_info{name="run_status",value="finished, final reports clean"} 1
chip_impl_metric{name="io_pins",unit=""} 38
chip_impl_metric{name="hpwlAfterDp",unit="µm"} 1480
chip_impl_metric{name="worst_ir_drop_vdd",unit="mV"} 0.0244
chip_impl_info{name="worst_setup_path_start_kind",value="primary input"} 1
chip_impl_metric{name="synth_sequential_area_ratio",unit="%"} 0
chip_impl_metric{name="postCtsResizedCells",unit=""} 0
chip_impl_metric{name="flow.area_growth_from_synthesis",unit="%"} 93.9
chip_impl_metric{name="cp_data_required_time",unit="ns"} 3.44
chip_impl_metric{name="gp_congestion",unit=""} 0.718
chip_impl_metric{name="via_count",unit=""} 556
chip_impl_metric{name="fin_util",unit="%"} 23.0
chip_impl_metric{name="drt-total-wl",unit="µm"} 1540
chip_impl_info{name="ys_top_cells_by_area",value="ha_1 (42%), inv_1 (14%), a21oi_1 (8.5%)"} 1
chip_impl_metric{name="worst_pin_slew",unit="ns"} 0.319
chip_impl_metric{name="final_max_slew_viol_count",unit=""} 0
chip_impl_metric{name="synth-warning-count",unit=""} 1
chip_impl_metric{name="rows",unit=""} 23
chip_impl_metric{name="power.total",unit="mW"} 0.0715
chip_impl_metric{name="initCoreUtil",unit="%"} 11.9
chip_impl_metric{name="layout.sequential_cells",unit=""} 0
chip_impl_info{name="setup_repair_after_global_routing_missed_its_margin",value="no"} 1
chip_impl_metric{name="post-route-min-period",unit="ns"} 4.13
chip_impl_info{name="synth.top_cells.by_count",value="inv_1 (17), ha_1 (16), a21oi_1 (8), nand2_1 (5), nor2_1 (4)"} 1
chip_impl_metric{name="report.final.setup_viol",unit=""} 0
chip_impl_metric{name="die_height",unit="µm"} 84
chip_impl_metric{name="flop_area",unit="µm²"} 0
chip_impl_metric{name="relSlewSlack",unit="%"} 78.5
chip_impl_metric{name="die_area",unit="µm²"} 7060
chip_impl_metric{name="netlist_area_before_placement",unit="µm²"} 472
chip_impl_metric{name="cp_data_arrival_time",unit="ns"} 3.27
chip_impl_metric{name="global_route.overflow_total",unit=""} 0
chip_impl_metric{name="n_clock_buffer",unit=""} 0
chip_impl_info{name="cp-end-kind",value="primary output"} 1
chip_impl_metric{name="detail_route.drc_violations",unit=""} 0
chip_impl_metric{name="power.density",unit="nW/µm²"} 78.2
chip_impl_metric{name="worst_hold_path_stage_count",unit=""} 4
chip_impl_metric{name="hold_violation_count_in_the_final_report",unit=""} 0
chip_impl_metric{name="placed_cells",unit=""} 157
chip_impl_metric{name="grt_pass1_wl",unit="µm"} 2460
chip_impl_metric{name="synth.yosys.num_cells",unit=""} 69
chip_impl_info{name="hp-class",value="in2out"} 1
chip_impl_metric{name="ys_area",unit="µm²"} 472
chip_impl_metric{name="netlist_instances",unit=""} 69
chip_impl_metric{name="final-instance-count-excl-fill",unit=""} 157
chip_impl_metric{name="antenna_cells_inserted",unit=""} 0
chip_impl_info{name="top_cell",value="inv_1"} 1
chip_impl_metric{name="drt_iter0_markers",unit=""} 16
chip_impl_metric{name="postCtsSetupRepairBufs",unit=""} 0
chip_impl_metric{name="drt_first_pass_iters",unit=""} 3
chip_impl_metric{name="syn-mean-instance-area",unit="µm²"} 6.84
chip_impl_info{name="worst_hold_startpoint",value="branch_le_pi"} 1
chip_impl_metric{name="grt_use_total",unit="%"} 4.04
chip_impl_metric{name="max_clock_freq",unit="GHz"} 0.242
chip_impl_metric{name="postCtsHoldBufs",unit=""} 0
chip_impl_metric{name="top_cell_area_share",unit="%"} 42.4
chip_impl_metric{name="io_buffer_count",unit=""} 38
chip_impl_metric{name="largest_fanout_of_any_net_on_the_critical_path",unit=""} 3
chip_impl_metric{name="layout-drive-gt1-share",unit="%"} 0
chip_impl_info{name="hold-path-endpoint",value="is_branch_taken_po"} 1
chip_impl_metric{name="finalSetupTns",unit="ns"} 0
chip_impl_metric{name="post_drt_wl_per_cell",unit="µm"} 9.82
chip_impl_metric{name="timing.final.crit_share",unit="%"} 96.0
chip_impl_metric{name="cellLeakagePower",unit="nW"} 0.419
chip_impl_metric{name="first_global_vias",unit=""} 549
chip_impl_info{name="synth.largest_area_cell",value="ha_1"} 1
chip_impl_info{name="path_class",value="in2out"} 1
chip_impl_metric{name="warnings",unit=""} 32
chip_impl_metric{name="grt_max_degree",unit=""} 5
chip_impl_metric{name="core_footprint",unit="µm²"} 3970
chip_impl_metric{name="die_w",unit="µm"} 84
-- report_power, final --
part	switching [mW]	total (mW)	leakage (nW)	internal, mW
clock	0	0	0	0
combinational	0.0245	0.0715	0.419	0.0470
sequential	0	0	0	0
total	0.0245	0.0715	0.419	0.0470
-- per-stage QoR --
| step | area [µm²] | setup WS [ns] | hold slack [ns] |
|---|---|---|---|
| 6_report | 915 | 0.172 | 2.87 |
| 5_1_grt | 915 | 0.0949 | 2.97 |
| 2_1_floorplan | 472 | 1.18 | 1.90 |
| 4_1_cts | 915 | 0.149 | 2.89 |
| 3_3_place_gp | 915 | 0.157 | 2.90 |
| 3_5_place_dp | 915 | 0.164 | 2.88 |
-- metal layers --
layer / up-vias / wire length (µm) / GRT usage, %
met3: 0 / 109 / 1.18
met5: - / 0 / 0
met2: 24 / 623 / 6.27
met4: 0 / 0 / 0
met1: 215 / 809 / 5.66
li1: 317 / - / -
-- worst max path at each step --
stage                            from  slack (ns)                 end  cells after the start
after CTS             reg2_data_pi[7]        0.15  is_branch_taken_po                      9
after global routing  reg2_data_pi[7]        0.09  is_branch_taken_po                      9
final                 reg2_data_pi[7]        0.17  is_branch_taken_po                      9
-- worst max-delay path, cell delays in order --
cell	delay, ns
clkdlybuf4s50_1	0.45
inv_1	0.04
ha_1	0.30
a21oi_1	0.17
o221ai_1	0.13
o21a_1	0.21
or3_1	0.34
a221o_1	0.35
clkdlybuf4s50_1	0.43
-- cell type report --
cell class / instances / area [µm²]
Inverter: 17 / 63.8
Timing Repair Buffer: 38 / 380
Tap cell: 50 / 62.6
Fill cell: 453 / 3060
Multi-Input combinational cell: 52 / 408
-- cells by family after synthesis --
logic type / Yosys count / synth area share [%]
xor gates and xnor gates: 1 / 1.86
and+or+nand+nor: 20 / 22.3
adders and majority gates: 16 / 42.4
buffers and inverters: 17 / 13.5
AOI/OAI and AO/OA: 15 / 19.9
-- placed cells by master (no fill, tap or decap) --
cell type	n
clkdlybuf4s50_1	38
inv_1	17
ha_1	16
a21oi_1	8
nand2_1	5
nor2_1	4
nand4_1	3
nor4b_1	2
o21a_1	2
nand3_1	2
o21ai_0	1
o221ai_1	1
or2b_1	1
a211oi_1	1
nor3_1	1
or3_1	1
and2_1	1
o31ai_1	1
xnor2_1	1
a221o_1	1
Power is estimated from default activity; no workload was simulated.
